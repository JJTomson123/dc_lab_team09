==> flow/config.mk <==
export PLATFORM = sky130hd
export DESIGN_NAME = I2cInitializer
export DESIGN_NICKNAME = I2cInitializer
export VERILOG_FILES = /design/flow/design.v
export SDC_FILE = /design/flow/constraint.sdc
export NUM_CORES = 4
export LEC_CHECK = 1
export CORE_UTILIZATION = 30
==> flow/constraint.sdc <==
current_design I2cInitializer

set clk_period 15.0
set clk_io_pct 0.2

create_clock -name clk0 -period $clk_period [get_ports {i_clk}]

set non_clock_inputs [all_inputs -no_clocks]
set_input_delay [expr $clk_period * $clk_io_pct] -clock clk0 $non_clock_inputs
set_output_delay [expr $clk_period * $clk_io_pct] -clock clk0 [all_outputs]
==> flow/design.v <==
module I2cInitializer(
    input  i_rst_n,
	input  i_clk,
	input  i_start,
	output o_finished,
	output o_sclk,
	inout  o_sdat,
	output o_oen
);
parameter S_IDLE       = 0;
parameter S_CHANGE     = 1;
parameter S_READ       = 2;
parameter S_END        = 3;
localparam Reset = 24'b0011_0100_000_1111_0_0000_0000;
localparam AnalogueAudioPathControl = 24'b0011_0100_000_0100_0_0001_0101;
localparam DigitalAudioPathControl = 24'b0011_0100_000_0101_0_0000_0000;
localparam PowerDownControl = 24'b0011_0100_000_0110_0_0000_0000;
localparam DigitalAudioInterfaceFormat = 24'b0011_0100_000_0111_0_0100_0010;
localparam SamplingControl = 24'b0011_0100_000_1000_0_0001_1001;
localparam ActiveControl = 24'b0011_0100_000_1001_0_0000_0001;
logic [1:0] state_r, state_w;
logic sdat_r, sdat_w, sclk_r, sclk_w;
logic [167:0] setting_data_r, setting_data_w;
logic [4:0] bit_counter_r, bit_counter_w;
logic enable_r, enable_w, done_r, done_w;
logic acked_r, acked_w;
logic [2:0] cmd_counter_r, cmd_counter_w;
assign o_sclk = sclk_r;
assign o_sdat = sdat_r;
assign o_oen = enable_r;
assign o_finished = done_r;
always_comb begin
    case(state_r)
    S_IDLE: begin
        if (i_start) state_w = S_CHANGE;
        else state_w = S_IDLE;
    end
    S_CHANGE: begin
        if (sclk_r) state_w = S_CHANGE;
        else state_w = S_READ;
    end
    S_READ: begin
        if (sclk_r) begin
            if (acked_r && bit_counter_r == 5'd24 && cmd_counter_r == 3'd6) state_w = S_END;
            else state_w = S_CHANGE;
        end
        else state_w = S_READ;
    end
    S_END: state_w = S_IDLE;
    endcase
end
always_comb begin
    setting_data_w = setting_data_r;
    done_w = done_r;
    acked_w = acked_r;
    bit_counter_w = bit_counter_r;
    cmd_counter_w = cmd_counter_r;
	case(state_r)
    S_IDLE: begin
        sclk_w = 1;
        bit_counter_w = 0;
        if (i_start) begin
            sdat_w = 0;
            enable_w = 1;
            done_w = 0;
        end else begin
            sdat_w = 1;
            enable_w = 0;
        end
    end
    S_CHANGE: begin
        sclk_w = 0;
        if (sclk_r) begin
            sdat_w = sdat_r;
            enable_w = enable_r;
        end
        else begin
            if (bit_counter_r == 5'd24) begin
                if (!acked_r) begin
                    sdat_w = 1'bz;
                    enable_w = 0;
                end else if (cmd_counter_r == 3'd6) begin
                    sdat_w = 1'b0;
                    enable_w = 1;
                end else begin
                    sdat_w = 1'b1;
                    enable_w = 1;
                end
            end else if (bit_counter_r == 5'd8 || bit_counter_r == 5'd16) begin
                if (!acked_r) begin
                    sdat_w = 1'bz;
                    enable_w = 0;
                end else begin
                    {sdat_w, setting_data_w} = {setting_data_r, 1'b0};
                    enable_w = 1;
                end
            end else begin
                acked_w = 0;
                {sdat_w, setting_data_w} = {setting_data_r, 1'b0};
                enable_w = 1;
            end
        end
    end
    S_READ: begin
        sclk_w = 1;
        sdat_w = sdat_r;
		  enable_w = enable_r;
        if (sclk_r) begin
            if (bit_counter_r == 5'd24) begin
                if (!acked_r) begin
                    acked_w = 1;
                end else if (cmd_counter_r == 3'd6) begin
                    sdat_w = 1;
                    bit_counter_w = 0;
                    cmd_counter_w = 0;
                end else begin
                    sdat_w = 0;
                    bit_counter_w = 0;
                    cmd_counter_w = cmd_counter_r + 1;
                end
            end else if (bit_counter_r == 5'd8 || bit_counter_r == 5'd16) begin
                if (!acked_r) begin
                    acked_w = 1;
                end else bit_counter_w = bit_counter_r + 1;
            end else bit_counter_w = bit_counter_r + 1;
        end
    end
    S_END: begin
        sdat_w = 1;
        sclk_w = 1;
        enable_w = 0;
        bit_counter_w = 0;
        cmd_counter_w = 0;
        done_w = 1;
    end
    endcase
end
always_ff @(posedge i_clk or negedge i_rst_n) begin
	if (!i_rst_n) begin
        state_r <= S_IDLE;
        sclk_r <= 1;
        sdat_r <= 1;
        setting_data_r <= {Reset,
                        AnalogueAudioPathControl,
                        DigitalAudioPathControl,
                        PowerDownControl,
                        DigitalAudioInterfaceFormat,
                        SamplingControl,
                        ActiveControl};
        done_r <= 0;
        enable_r <= 0;
        bit_counter_r <= 0;
        cmd_counter_r <= 0;
        acked_r <= 0;
	end
	else begin
        state_r <= state_w;
        setting_data_r <= setting_data_w;
        sclk_r <= sclk_w;
        sdat_r <= sdat_w;
        done_r <= done_w;
        enable_r <= enable_w;
        bit_counter_r <= bit_counter_w;
        cmd_counter_r <= cmd_counter_w;
        acked_r <= acked_w;
	end
end
endmodule
==> flow/run.sh <==
#!/bin/bash
# OpenROAD 26Q1-2900-gdf79404cd8, Yosys 0.63+post, stock flow scripts
make -C /OpenROAD-flow-scripts/flow DESIGN_CONFIG=/design/flow/config.mk WORK_HOME=/design/flow/orfs finish
==> results.sh <==
# physical design summary
export IMPL_status="stopped before the end"
export IMPL_stop_stage="clock tree synthesis (4_1_cts)"
export IMPL_stop_error="[error] [KeplerFormal.cpp:679] Workflow failed: Iso has multiple drivers: .o_sdat0, o_sdat$_DFFE_PN1P_.Q0"
export IMPL_ys_ff=185
export IMPL_synthAoiAreaFrac_pct=2.33
export IMPL_post_cts_buffers=0
export IMPL_cts_sinks=185
export IMPL_gp_congestion=0.814
export IMPL_io_buffers=5
export IMPL_cts_buffers=17
export IMPL_netlist_area_sq_mm=0.00768
export IMPL_top_logic_kind="multiplexers"
export IMPL_yosysChipArea_sq_mm=0.00768
export IMPL_htreeDepth=4
export IMPL_initCoreUtil_pct=30.5
export IMPL_post_cts_resized=0
export IMPL_synthCells=459
export IMPL_pin_count=7
export IMPL_dpl_instance_area_sq_mm=0.00798
export IMPL_ys_cells=459
export IMPL_synth_cell_types=39
export IMPL_cts_hold_buf=0
export IMPL_rows=58
export IMPL_hpwlAfterDp_mm=5.33
export IMPL_die_w_um=162
export IMPL_clk_path_buf_depth=2
export IMPL_ys_warn_count=3
export IMPL_mux_share_pct=30.2
export IMPL_ys_sh_simple_pct=3.01
export IMPL_ys_seq_share_pct=61.0
export IMPL_avgSynthCellArea_sq_um=16.7
export IMPL_synthXorXnorAreaFrac_pct=0
export IMPL_clock_root_buffer="clkbuf_16"
export IMPL_fa_ha_area_share_pct=0.472
export IMPL_die_height_um=162
cell usage after synthesis:
library cell / number / area share (%)
a41oi_1: 1 / 0.11
or2_1: 1 / 0.081
dfstp_2: 48 / 16
o41ai_1: 1 / 0.11
inv_2: 1 / 0.049
and3b_1: 1 / 0.11
nand3_1: 4 / 0.26
nand2_1: 7 / 0.34
mux2_1: 60 / 8.8
nor3b_1: 1 / 0.098
ha_1: 2 / 0.33
buf_2: 5 / 0.33
o21ai_0: 6 / 0.39
mux2i_1: 1 / 0.13
mux2_4: 109 / 21
maj3_2: 1 / 0.15
nand2b_1: 6 / 0.49
a311o_1: 1 / 0.13
buf_6: 14 / 2.1
o21ai_1: 4 / 0.26
or2_0: 1 / 0.081
nor3_1: 3 / 0.20
or4_1: 1 / 0.098
dfrtp_1: 137 / 45
nor2b_1: 1 / 0.081
nand3b_1: 1 / 0.098
a211o_1: 1 / 0.11
inv_1: 5 / 0.24
or3_1: 2 / 0.16
o31ai_1: 4 / 0.39
o21bai_1: 2 / 0.20
a31oi_1: 1 / 0.081
nor2_1: 11 / 0.54
a21oi_1: 3 / 0.20
and2_1: 3 / 0.24
o311ai_1: 2 / 0.23
o31a_1: 1 / 0.11
and4b_1: 1 / 0.13
clkbuf_1: 5 / 0.24
through the flow:
| stage | setup WS, ns | utilization (%) | std cells | hold WS (ns) | total power, mW |
|---|---|---|---|---|---|
| after floorplan | 11.37 | - | 459 | 0.439 | 0.509 |
| after global placement | 10.06 | 31.7 | 775 | 0.465 | 0.520 |
| after detailed placement | 9.96 | 31.7 | 775 | 0.470 | 0.520 |
cells by family after synthesis:
group / count (synthesis)
muxes: 170
buffers and inverters: 30
adders and majority gates: 3
and+or+nand+nor: 44
DFF: 185
AOI/OAI and AO/OA: 27
No activity file was given, so power comes from the tool's default toggle rates.
