## /design/flow/run.sh

```bash
#!/bin/bash
# OpenROAD 26Q1-2900-gdf79404cd8, Yosys 0.63+post, stock flow scripts
make -C /OpenROAD-flow-scripts/flow DESIGN_CONFIG=/design/flow/config.mk WORK_HOME=/design/flow/orfs finish
```

## /design/flow/config.mk

```make
export PLATFORM = sky130hd
export DESIGN_NAME = AudRecorder
export DESIGN_NICKNAME = AudRecorder
export VERILOG_FILES = /design/flow/design.v
export SDC_FILE = /design/flow/constraint.sdc
export NUM_CORES = 4
export LEC_CHECK = 1
export CORE_UTILIZATION = 40
```

## /design/flow/constraint.sdc

```tcl
current_design AudRecorder

set clk_period 5.7
set clk_io_pct 0.2

create_clock -name clk0 -period $clk_period [get_ports {i_clk}]

set non_clock_inputs [all_inputs -no_clocks]
set_input_delay [expr $clk_period * $clk_io_pct] -clock clk0 $non_clock_inputs
set_output_delay [expr $clk_period * $clk_io_pct] -clock clk0 [all_outputs]
```

## /design/flow/design.v

```verilog
module AudRecorder(
	input i_rst_n, 
    inout i_clk,
	inout i_lrc,
    input i_start,
	input i_pause,
	input i_stop,
	input i_data,
    output [19:0] o_address,
	output [15:0] o_data,
    output        o_done
);
localparam S_IDLE  = 0;
localparam S_RECD  = 1;
localparam S_GET   = 2;
localparam S_PAUSE = 3;
logic [1:0] state_r, state_w;
logic [15:0] data_r, data_w;
logic [20:0] addr_r, addr_w;
logic [5:0] bit_counter_r, bit_counter_w;
logic lr_prev;
logic pausing_r, pausing_w, stopping_r, stopping_w;
logic done_r, done_w;
assign o_data = data_r;
assign o_address = addr_r[19:0];
assign o_done = done_r;
always_comb begin
    done_w = 0;
    case(state_r)
    S_IDLE: begin
        if (i_start) state_w = S_RECD;
        else         state_w = S_IDLE;
    end
    S_RECD: begin
        if (i_stop) begin 
            state_w = S_IDLE;
            done_w = 1;
        end
        else if (i_pause)           state_w = S_PAUSE;
        else if (!lr_prev && i_lrc) state_w = S_GET;
        else                        state_w = S_RECD;
    end
    S_GET: begin
        if (bit_counter_r == 16) begin
            if (i_stop || stopping_r || addr_r == {20{1'b1}}) begin
                state_w = S_IDLE;
                done_w = 1;
            end
            else if (i_pause || pausing_r)                   state_w = S_PAUSE;
            else                                             state_w = S_RECD;
        end else                                             state_w = S_GET;
    end
    S_PAUSE: begin
        if (i_stop) begin
            state_w = S_IDLE;
            done_w = 1;
        end
        else if (i_start) state_w = S_RECD;
        else             state_w = S_PAUSE;
    end
    endcase
end
always_comb begin
    pausing_w = 0;
    stopping_w = 0;
    case(state_r)
    S_IDLE: begin
        bit_counter_w = 0;
        data_w        = data_r;
        if (i_start) addr_w = 0;
        else         addr_w = addr_r;
    end
    S_RECD, S_PAUSE: begin
        addr_w        = addr_r;
        bit_counter_w = 0;
        data_w        = data_r;
    end
    S_GET: begin
        if (bit_counter_r == 16) begin
            if (i_stop || stopping_r || addr_r == {20{1'b1}}) addr_w = addr_r;
            else                                              addr_w = addr_r + 1;
            bit_counter_w = 0;
            data_w        = data_r;
        end
        else begin
            addr_w        = addr_r;
            bit_counter_w = bit_counter_r + 1;
            data_w        = {data_r[14:0], i_data};
            pausing_w     = i_pause || pausing_r;
            stopping_w    = i_stop || stopping_r;
        end
    end
    endcase
end
always_ff @(posedge i_clk or negedge i_rst_n) begin
	if (!i_rst_n) begin
        state_r       <= S_IDLE;
        lr_prev       <= 0;
        addr_r        <= 0;
        data_r        <= 0;
        bit_counter_r <= 0;
        pausing_r     <= 0;
        stopping_r    <= 0;
        done_r        <= 0;
	end
	else begin
        state_r       <= state_w;
        lr_prev       <= i_lrc;
        addr_r        <= addr_w;
        data_r        <= data_w;
        bit_counter_r <= bit_counter_w;
        pausing_r     <= pausing_w;
        stopping_r    <= stopping_w;
        done_r        <= done_w;
	end
end
endmodule
```

==> impl_metrics.py <==
# Generated from Yosys and OpenROAD reports
metrics = {
    "synth": {
        "synth_area_sq_um": 2620,
        "netlist_instances": 256,
        "synth_top_cell_by_count": "dfrtp_1",
        "flop_cell": "dfrtp_1",
        "ys_area_sq_um": 2620,
        "synth-warning-count": 1,
        "synth-async-reset-ratio_pct": 100,
        "yosysUniqueCellTypes": 46,
        "edf_count": 0,
        "post-synth-top-area-cell": "dfrtp_1",
        "synth-seq-area-share_pct": 48.7,
        "ys_top_cells_by_count": "50 x dfrtp_1, 21 x nand2_1, 20 x buf_4, 20 x nor2_1, 16 x mux2_2",
        "area_leaders": "dfrtp_1 48%, mux2_2 6.9%, buf_4 5.7%",
        "syn_avg_cell_area_sq_um": 10.2,
        "ys_cells": 256,
        "ys_ff": 51,
        "netlist.area_leader.share_pct": 47.7,
    },
    "placement": {
        "finalWeightedCongestion": 0.883,
        "dpl.cell_count": 352,
        "port_buffers": 42,
        "place_ws_ps": 2410,
        "dp_hpwl_mm": 3.77,
    },
    "clock_tree": {
        "post_cts_buffers": 0,
        "ctsHoldBuffers": 0,
        "cts_sinks": 51,
        "cts_buffer_depth": 2,
        "cts_root_buf": "clkbuf_8",
        "cts_htree_levels": 2,
        "cts-resized-gates": 0,
        "numCtsBuffers": 5,
    },
    "run_status": {
        "tool.error": "[ERROR RSZ-0074] Failed to build tree from global routes for pin 'i_lrc' and net 'i_lrc' at grid (3450, 65550): found route to 3 pins, expected 2",
        "status": "did not finish",
        "failing_step": "global routing (5_1_grt)",
    },
    "floorplan": {
        "ios": 44,
        "die_height_um": 83.0,
        "fp_util_pct": 41.3,
        "rows": 29,
        "fp.dieW_um": 83.0,
    },
    "grt": {
        "grt_max_degree": 52,
    },
    "final_timing": {
        "untimed_endpoints": 2,
    },
}
==> cells by family after synthesis <==
kind of cell | count (synthesis) | synth area share [%]
AND-OR/OR-AND | 56 | 14.9
XOR/XNOR | 4 | 1.34
adder cells (fa/ha/maj) | 3 | 1.43
buffers and inverters | 34 | 7.82
flip-flops | 51 | 48.7
multiplexers | 18 | 7.63
AND/OR/NAND/NOR | 90 | 18.1
==> metrics by stage <==
stage	power, mW	area, sq um
4_1_cts	0.994	3080
3_5_place_dp	0.765	2980
3_3_place_gp	0.761	2980
2_1_floorplan	0.604	2620
Power is estimated from default activity; no workload was simulated.
